File: flow/config.mk
export PLATFORM = sky130hd
export DESIGN_NAME = Adder
export DESIGN_NICKNAME = Adder
export VERILOG_FILES = /design/flow/design.v
export SDC_FILE = /design/flow/constraint.sdc
export NUM_CORES = 4
export LEC_CHECK = 1
export CORE_AREA = 10 10 85 85
export DIE_AREA = 0 0 95 95
File: flow/constraint.sdc
current_design Adder

set clk_period 18.1
set clk_io_pct 0.2

create_clock -name clk0 -period $clk_period

set non_clock_inputs [all_inputs -no_clocks]
set_input_delay [expr $clk_period * $clk_io_pct] -clock clk0 $non_clock_inputs
set_output_delay [expr $clk_period * $clk_io_pct] -clock clk0 [all_outputs]
File: flow/design.v
module Adder(
    	src1_i,
	src2_i,
	sum_o
);
input  [32-1:0]  src1_i;
input  [32-1:0]	 src2_i;
output [32-1:0]	 sum_o;
wire    [32-1:0]	 sum_o;
assign sum_o = src1_i + src2_i;
endmodule
File: flow/run.sh
#!/bin/bash
# OpenROAD 26Q1-2900-gdf79404cd8, Yosys 0.63+post, stock flow scripts
make -C /OpenROAD-flow-scripts/flow DESIGN_CONFIG=/design/flow/config.mk WORK_HOME=/design/flow/orfs finish
==> results.py <==
# Synthesis and PnR figures
metrics = {
    "sta": {
        "drv_slew": 0,
        "slew_headroom": 0.617,
        "period_used_share": 0.561,
        "setup_viol_count_final": 0,
        "finalSetupTns_ps": 0,
        "fin_crit_ps": 10160,
        "hold_viol_final": 0,
        "rsz0062_at_grt": "no",
        "tightest_slew_ps": 560,
        "fmaxAchievable_mhz": 98.4,
    },
    "worst_setup_path": {
        "slowest_stage": "clkdlybuf4s50_1",
        "startpoint_type": "input pin",
        "cp_max_fo": 4,
        "cp.required_ps": 14480,
        "crit_arrival_ps": 6540,
        "cp_top_family": "AND-OR/OR-AND gates",
        "cp_cell_sequence": "clkdlybuf4s50_1 -> ha_1 -> fa_1 -> a21o_1 -> a31o_2 -> nand3_1 -> o221ai_1 -> a311oi_1 -> o21bai_1 -> xor2_1 -> clkdlybuf4s50_1",
        "worstSetupPathType": "in2out",
        "slowest_delay_ps": 500,
        "worstSetupEndpointType": "output pin",
        "path_buffers": 2,
        "crit_top_cell": "clkdlybuf4s50_1",
    },
    "synthesis": {
        "netlist.area_leader.share": 0.222,
        "synth.avg_cell_area_um2": 7.24,
        "synthCells": 241,
        "top_area_cell": "ha_1",
        "netlist.top_cell.by_instances": "ha_1",
        "syn-cell-area_um2": 1740,
        "common_cells": "ha_1, a21oi_1, a21o_1, nand2_1, xor2_1",
        "postSynthSeqShare": 0,
        "yosys_area_um2": 1740,
        "synth_warnings": 0,
        "ys_cells": 241,
        "topCellsByArea": "ha_1, a21oi_1, a21o_1",
        "yosys.cell_types.count": 50,
    },
    "drt": {
        "drcViolationCount": 0,
        "routed_via_density": 5.17,
        "n_antenna_cell": 0,
        "num_vias": 2058,
        "first_pass_iters": 4,
        "antenna_left": 0,
        "wl_per_cell_um": 14.5,
        "drtIter0Drc": 42,
        "drt_wl_total_mm": 5.76,
    },
    "clocking": {
        "cts_setup_buffers": 0,
        "cts_hold_buf": 0,
        "cts_resized": 0,
    },
    "die": {
        "top_level_ports": 96,
        "core-area_um2": 5470,
        "die_x_um": 95,
        "die_area_um2": 9030,
        "fp_util": 0.319,
        "die_y_um": 95,
        "rows": 27,
    },
    "flow_run": {
        "maxCapViolCount": 0,
        "tool_warnings": 32,
    },
    "global_route": {
        "grt_pass1_wl_mm": 9.45,
        "grt_pass1_vias": 1992,
        "antenna_found_initial": 0,
        "grt_overflow": 0,
        "grt_max_degree": 11,
        "globalRouteTotalUtil": 0.124,
    },
    "place": {
        "portBuffers": 96,
        "place.gp.congestion": 0.924,
        "dp_hpwl_mm": 5.13,
    },
    "finish": {
        "flop_area_um2": 0,
        "clock_buffers": 0,
        "fin_util": 0.503,
        "drive_above_1_share": 0.0307,
        "syn2layout_area_growth_pct": 57.7,
        "ff_count": 0,
    },
    "power_and_ir_drop": {
        "p_leak_nw": 1.18,
        "powerDensity_nw_per_um2": 38.6,
        "peakVddDrop_mv": 0.0161,
    },
    "run_status": {
        "status": "complete, no violations",
    },
    "hold_path": {
        "worstHoldPathType": "in2out",
    },
}
[kinds of logic after synthesis]
logic type,share of synthesized area
mux,0.0115
compound gates,0.393
xor+xnor,0.141
simple gates,0.183
fa+ha+maj,0.234
buf+inv,0.0380
[final timing paths]
| check | end | cells after the start | startpoint |
|---|---|---|---|
| setup / recovery | sum_o[26] | 11 | src1_i[0] |
| hold / removal | sum_o[0] | 3 | src2_i[0] |
[through the flow]
step / hold slack [ps] / setup slack [ps] / instances / power (mW) / instance area, um^2
CTS: 8280 / 7920 / 398 / 0.108 / 2750
global route: 8310 / 7690 / 398 / 0.119 / 2750
global placement: 8280 / 7950 / 398 / 0.108 / 2750
finish: 8270 / 7940 / 398 / 0.106 / 2750
floorplan: 7310 / 9030 / 241 / 0.0513 / 1740
detailed placement: 8290 / 7930 / 398 / 0.107 / 2750
[final cells by class]
cell class         instances  area (um^2)
multi-input cells        224         1680
well taps                 72         90.1
repair buffers            96          961
inverters                  6         22.5
fillers                  564         2720
[power by group]
part / internal [mW] / switching [mW] / total (mW) / leakage (nW)
clock: 0 / 0 / 0 / 0
combinational: 0.0642 / 0.0419 / 0.106 / 1.18
sequential: 0 / 0 / 0 / 0
total: 0.0642 / 0.0419 / 0.106 / 1.18
[cell usage in the layout (no fill, tap or decap), types with 3 or more instances in the layout]
| cell type | n |
|---|---|
| clkdlybuf4s50_1 | 96 |
| ha_1 | 31 |
| a21oi_1 | 29 |
| a21o_1 | 19 |
| nand2_1 | 18 |
| xor2_1 | 15 |
| o21ai_0 | 13 |
| xnor2_1 | 13 |
| nor2_1 | 12 |
| nand3_1 | 10 |
| nand4_1 | 8 |
| inv_1 | 6 |
| o21bai_1 | 4 |
| nor3_1 | 4 |
| or2_2 | 3 |
| a211oi_1 | 3 |
| o211ai_1 | 3 |
| a31oi_1 | 3 |
[layer usage]
metal	vias to the layer above	GRT usage	part of all wire
met2	63	0.209	0.44
met4	0	0	0
met5	-	0	0
li1	1096	-	-
met1	899	0.168	0.47
met3	0	0.0272	0.092
Power is estimated from default activity; no workload was simulated.
