===== flow/config.mk =====
export PLATFORM = sky130hd
export DESIGN_NAME = ALU
export DESIGN_NICKNAME = ALU
export VERILOG_FILES = /design/flow/design.v
export SDC_FILE = /design/flow/constraint.sdc
export NUM_CORES = 4
export LEC_CHECK = 1
export CORE_UTILIZATION = 40

===== flow/run.sh =====
#!/bin/bash
# OpenROAD 26Q1-2900-gdf79404cd8, Yosys 0.63+post, stock flow scripts
make -C /OpenROAD-flow-scripts/flow DESIGN_CONFIG=/design/flow/config.mk WORK_HOME=/design/flow/orfs finish

===== flow/design.v =====
module ALU(
	rst,
    src1_i,
	src2_i,
	ctrl_i,
	result_o,
	zero_o
	);
input rst;
input  [32-1:0]  src1_i;
input  [32-1:0]	 src2_i;
input  [4-1:0]   ctrl_i;
output [32-1:0]	 result_o;
output           zero_o;
reg    [32-1:0]  result_o;
reg             zero_o;
wire equal_in;
wire [33-1:0] temp_cout;
wire [33-1:0] temp_equal_out;  
wire [33-1:0] temp_result;     
wire set_out;                  
wire src1_extraMSB;
wire src2_extraMSB;
wire A_invert;
wire [32-1:0] SLL_result;
wire [32-1:0] LUI_result;
wire [32-1:0] MUL_result;
assign src1_extraMSB = (ctrl_i==4'b1111) ? 1'b0 : src1_i[31];
assign src2_extraMSB = (ctrl_i==4'b1111) ? 1'b0 : src2_i[31];
assign A_invert = (ctrl_i==4'b1111 || ctrl_i==4'b1110) ? 1'b0 : ctrl_i[3];
assign equal_in = (&temp_equal_out);
assign SLL_result = src2_i << src1_i[4:0];
assign LUI_result = {src2_i[15:0],16'b0}; 
assign MUL_result = src1_i*src2_i;
alu_top  alu00(
	.src1(src1_i[0]),.src2(src2_i[0]),.less(set_out), .A_invert(A_invert),.B_invert(ctrl_i[2]),.cin(ctrl_i[2]&ctrl_i[1]),.operation(ctrl_i[1:0]),
	.equal_out(temp_equal_out[0]),
	.result(temp_result[0]),
	.cout(temp_cout[0])
	);
alu_top  alu01(
	.src1(src1_i[1]),.src2(src2_i[1]),.less(1'b0), .A_invert(A_invert),.B_invert(ctrl_i[2]),.cin(temp_cout[0]),.operation(ctrl_i[1:0]),
	.equal_out(temp_equal_out[1]),
	.result(temp_result[1]),
	.cout(temp_cout[1])
	);
alu_top  alu02(
	.src1(src1_i[2]),.src2(src2_i[2]),.less(1'b0), .A_invert(A_invert),.B_invert(ctrl_i[2]),.cin(temp_cout[1]),.operation(ctrl_i[1:0]),
	.equal_out(temp_equal_out[2]),
	.result(temp_result[2]),
	.cout(temp_cout[2])
	);
alu_top  alu03(
	.src1(src1_i[3]),.src2(src2_i[3]),.less(1'b0), .A_invert(A_invert),.B_invert(ctrl_i[2]),.cin(temp_cout[2]),.operation(ctrl_i[1:0]),
	.equal_out(temp_equal_out[3]),
	.result(temp_result[3]),
	.cout(temp_cout[3])
	);
alu_top  alu04(
	.src1(src1_i[4]),.src2(src2_i[4]),.less(1'b0), .A_invert(A_invert),.B_invert(ctrl_i[2]),.cin(temp_cout[3]),.operation(ctrl_i[1:0]),
	.equal_out(temp_equal_out[4]),
	.result(temp_result[4]),
	.cout(temp_cout[4])
	);
alu_top  alu05(
	.src1(src1_i[5]),.src2(src2_i[5]),.less(1'b0), .A_invert(A_invert),.B_invert(ctrl_i[2]),.cin(temp_cout[4]),.operation(ctrl_i[1:0]),
	.equal_out(temp_equal_out[5]),
	.result(temp_result[5]),
	.cout(temp_cout[5])
	);
alu_top  alu06(
	.src1(src1_i[6]),.src2(src2_i[6]),.less(1'b0), .A_invert(A_invert),.B_invert(ctrl_i[2]),.cin(temp_cout[5]),.operation(ctrl_i[1:0]),
	.equal_out(temp_equal_out[6]),
	.result(temp_result[6]),
	.cout(temp_cout[6])
	);
alu_top  alu07(
	.src1(src1_i[7]),.src2(src2_i[7]),.less(1'b0), .A_invert(A_invert),.B_invert(ctrl_i[2]),.cin(temp_cout[6]),.operation(ctrl_i[1:0]),
	.equal_out(temp_equal_out[7]),
	.result(temp_result[7]),
	.cout(temp_cout[7])
	);
alu_top  alu08(
	.src1(src1_i[8]),.src2(src2_i[8]),.less(1'b0), .A_invert(A_invert),.B_invert(ctrl_i[2]),.cin(temp_cout[7]),.operation(ctrl_i[1:0]),
	.equal_out(temp_equal_out[8]),
	.result(temp_result[8]),
	.cout(temp_cout[8])
	);
alu_top  alu09(
	.src1(src1_i[9]),.src2(src2_i[9]),.less(1'b0), .A_invert(A_invert),.B_invert(ctrl_i[2]),.cin(temp_cout[8]),.operation(ctrl_i[1:0]),
	.equal_out(temp_equal_out[9]),
	.result(temp_result[9]),
	.cout(temp_cout[9])
	);
alu_top  alu10(
	.src1(src1_i[10]),.src2(src2_i[10]),.less(1'b0), .A_invert(A_invert),.B_invert(ctrl_i[2]),.cin(temp_cout[9]),.operation(ctrl_i[1:0]),
	.equal_out(temp_equal_out[10]),
	.result(temp_result[10]),
	.cout(temp_cout[10])
	);
alu_top  alu11(
	.src1(src1_i[11]),.src2(src2_i[11]),.less(1'b0), .A_invert(A_invert),.B_invert(ctrl_i[2]),.cin(temp_cout[10]),.operation(ctrl_i[1:0]),
	.equal_out(temp_equal_out[11]),
	.result(temp_result[11]),
	.cout(temp_cout[11])
	);
alu_top  alu12(
	.src1(src1_i[12]),.src2(src2_i[12]),.less(1'b0), .A_invert(A_invert),.B_invert(ctrl_i[2]),.cin(temp_cout[11]),.operation(ctrl_i[1:0]),
	.equal_out(temp_equal_out[12]),
	.result(temp_result[12]),
	.cout(temp_cout[12])
	);
alu_top  alu13(
	.src1(src1_i[13]),.src2(src2_i[13]),.less(1'b0), .A_invert(A_invert),.B_invert(ctrl_i[2]),.cin(temp_cout[12]),.operation(ctrl_i[1:0]),
	.equal_out(temp_equal_out[13]),
	.result(temp_result[13]),
	.cout(temp_cout[13])
	);
alu_top  alu14(
	.src1(src1_i[14]),.src2(src2_i[14]),.less(1'b0), .A_invert(A_invert),.B_invert(ctrl_i[2]),.cin(temp_cout[13]),.operation(ctrl_i[1:0]),
	.equal_out(temp_equal_out[14]),
	.result(temp_result[14]),
	.cout(temp_cout[14])
	);
alu_top  alu15(
	.src1(src1_i[15]),.src2(src2_i[15]),.less(1'b0), .A_invert(A_invert),.B_invert(ctrl_i[2]),.cin(temp_cout[14]),.operation(ctrl_i[1:0]),
	.equal_out(temp_equal_out[15]),
	.result(temp_result[15]),
	.cout(temp_cout[15])
	);
alu_top  alu16(
	.src1(src1_i[16]),.src2(src2_i[16]),.less(1'b0), .A_invert(A_invert),.B_invert(ctrl_i[2]),.cin(temp_cout[15]),.operation(ctrl_i[1:0]),
	.equal_out(temp_equal_out[16]),
	.result(temp_result[16]),
	.cout(temp_cout[16])
	);
alu_top  alu17(
	.src1(src1_i[17]),.src2(src2_i[17]),.less(1'b0), .A_invert(A_invert),.B_invert(ctrl_i[2]),.cin(temp_cout[16]),.operation(ctrl_i[1:0]),
	.equal_out(temp_equal_out[17]),
	.result(temp_result[17]),
	.cout(temp_cout[17])
	);
alu_top  alu18(
	.src1(src1_i[18]),.src2(src2_i[18]),.less(1'b0), .A_invert(A_invert),.B_invert(ctrl_i[2]),.cin(temp_cout[17]),.operation(ctrl_i[1:0]),
	.equal_out(temp_equal_out[18]),
	.result(temp_result[18]),
	.cout(temp_cout[18])
	);
alu_top  alu19(
	.src1(src1_i[19]),.src2(src2_i[19]),.less(1'b0), .A_invert(A_invert),.B_invert(ctrl_i[2]),.cin(temp_cout[18]),.operation(ctrl_i[1:0]),
	.equal_out(temp_equal_out[19]),
	.result(temp_result[19]),
	.cout(temp_cout[19])
	);
alu_top  alu20(
	.src1(src1_i[20]),.src2(src2_i[20]),.less(1'b0), .A_invert(A_invert),.B_invert(ctrl_i[2]),.cin(temp_cout[19]),.operation(ctrl_i[1:0]),
	.equal_out(temp_equal_out[20]),
	.result(temp_result[20]),
	.cout(temp_cout[20])
	);
alu_top  alu21(
	.src1(src1_i[21]),.src2(src2_i[21]),.less(1'b0), .A_invert(A_invert),.B_invert(ctrl_i[2]),.cin(temp_cout[20]),.operation(ctrl_i[1:0]),
	.equal_out(temp_equal_out[21]),
	.result(temp_result[21]),
	.cout(temp_cout[21])
	);
alu_top  alu22(
	.src1(src1_i[22]),.src2(src2_i[22]),.less(1'b0), .A_invert(A_invert),.B_invert(ctrl_i[2]),.cin(temp_cout[21]),.operation(ctrl_i[1:0]),
	.equal_out(temp_equal_out[22]),
	.result(temp_result[22]),
	.cout(temp_cout[22])
	);
alu_top  alu23(
	.src1(src1_i[23]),.src2(src2_i[23]),.less(1'b0), .A_invert(A_invert),.B_invert(ctrl_i[2]),.cin(temp_cout[22]),.operation(ctrl_i[1:0]),
	.equal_out(temp_equal_out[23]),
	.result(temp_result[23]),
	.cout(temp_cout[23])
	);
alu_top  alu24(
	.src1(src1_i[24]),.src2(src2_i[24]),.less(1'b0), .A_invert(A_invert),.B_invert(ctrl_i[2]),.cin(temp_cout[23]),.operation(ctrl_i[1:0]),
	.equal_out(temp_equal_out[24]),
	.result(temp_result[24]),
	.cout(temp_cout[24])
	);
alu_top  alu25(
	.src1(src1_i[25]),.src2(src2_i[25]),.less(1'b0), .A_invert(A_invert),.B_invert(ctrl_i[2]),.cin(temp_cout[24]),.operation(ctrl_i[1:0]),
	.equal_out(temp_equal_out[25]),
	.result(temp_result[25]),
	.cout(temp_cout[25])
	);
alu_top  alu26(
	.src1(src1_i[26]),.src2(src2_i[26]),.less(1'b0), .A_invert(A_invert),.B_invert(ctrl_i[2]),.cin(temp_cout[25]),.operation(ctrl_i[1:0]),
	.equal_out(temp_equal_out[26]),
	.result(temp_result[26]),
	.cout(temp_cout[26])
	);
alu_top  alu27(
	.src1(src1_i[27]),.src2(src2_i[27]),.less(1'b0), .A_invert(A_invert),.B_invert(ctrl_i[2]),.cin(temp_cout[26]),.operation(ctrl_i[1:0]),
	.equal_out(temp_equal_out[27]),
	.result(temp_result[27]),
	.cout(temp_cout[27])
	);
alu_top  alu28(
	.src1(src1_i[28]),.src2(src2_i[28]),.less(1'b0), .A_invert(A_invert),.B_invert(ctrl_i[2]),.cin(temp_cout[27]),.operation(ctrl_i[1:0]),
	.equal_out(temp_equal_out[28]),
	.result(temp_result[28]),
	.cout(temp_cout[28])
	);
alu_top  alu29(
	.src1(src1_i[29]),.src2(src2_i[29]),.less(1'b0), .A_invert(A_invert),.B_invert(ctrl_i[2]),.cin(temp_cout[28]),.operation(ctrl_i[1:0]),
	.equal_out(temp_equal_out[29]),
	.result(temp_result[29]),
	.cout(temp_cout[29])
	);
alu_top  alu30(
	.src1(src1_i[30]),.src2(src2_i[30]),.less(1'b0), .A_invert(A_invert),.B_invert(ctrl_i[2]),.cin(temp_cout[29]),.operation(ctrl_i[1:0]),
	.equal_out(temp_equal_out[30]),
	.result(temp_result[30]),
	.cout(temp_cout[30])
	);
alu_top  alu31(
	.src1(src1_i[31]),.src2(src2_i[31]),.less(1'b0), .A_invert(A_invert),.B_invert(ctrl_i[2]),.cin(temp_cout[30]),.operation(ctrl_i[1:0]),
	.equal_out(temp_equal_out[31]),
	.result(temp_result[31]),
	.cout(temp_cout[31])
	);
alu_bottom alu32(
	.src1(src1_extraMSB),.src2(src2_extraMSB),.less(1'b0), .A_invert(A_invert),.B_invert(ctrl_i[2]),.cin(temp_cout[31]),.operation(ctrl_i[1:0]),
	.set_out(set_out),
	.equal_out(temp_equal_out[32]),
	.result(temp_result[32]),
	.cout(temp_cout[32])
	);
always @ ( * ) begin
	if(rst==1'b1)
		begin
			case(ctrl_i)
				4'b0011: 
					begin
						zero_o = ~(|SLL_result);
						result_o = SLL_result;
					end
				4'b0100: 
					begin
						zero_o = ~(|LUI_result);
						result_o = LUI_result;
					end
				4'b0101: 
					begin
						zero_o = ~(|MUL_result);
						result_o = MUL_result;
					end
				4'b1000:
					begin
						zero_o = 1'b1;
						result_o = 32'b0;
					end
				4'b1110: 
					begin
						zero_o = ~(|temp_result[31:0]);
						result_o = temp_result[31:0];
					end
				default: 
					begin
						zero_o = ~(|temp_result[32-1:0]);
						result_o = temp_result[31:0];
					end
			endcase
		end
	else
		begin
			zero_o=1'b0;
			result_o=32'b0;
		end
end
endmodule
`timescale 1ns/1ps
module alu_bottom( 
               src1,        
               src2,        
               less,        
               A_invert,    
               B_invert,    
               cin,         
               operation,   
			   set_out,
			   equal_out,
               result,      
               cout        
               );
input         src1;
input         src2;
input         less;
input         A_invert;
input         B_invert;
input         cin;
input [2-1:0] operation;
output  equal_out;
output  result;
output  cout;
output  set_out;
reg result;
reg cout;
wire real_src1;      
wire real_src2;      
assign equal_out = ~(src1^src2); 
assign set_out = ((~cin)&(real_src2))|((~cin)&(src1))|((src1)&(real_src2));
assign real_src1 = (A_invert)?~src1:src1;
assign real_src2 = (B_invert)?~src2:src2;
always@( * )
begin
	case(operation)
		2'b00: 
			begin
				result = real_src1&real_src2;
				cout = 1'b0;
			end
		2'b01: 
			begin
				result = real_src1|real_src2;
				cout = 1'b0;
			end
		2'b10: 
			begin
				result = (real_src1^real_src2)^cin;
				cout = (real_src1&real_src2)|(real_src1&cin)|(real_src2&cin);
			end
		2'b11: 
			begin
				result = ((~cin)&(real_src2))|((~cin)&(src1))|((src1)&(real_src2)); 
				cout = (real_src1&real_src2)|(real_src1&cin)|(real_src2&cin);
			end
		default:
			begin
				result = 1'b0;
				cout = 1'b0;
			end
	endcase
end
endmodule
`timescale 1ns/1ps
module alu_top( 
               src1,        
               src2,        
               less,        
               A_invert,    
               B_invert,    
               cin,         
               operation,   
			   equal_out,
               result,      
               cout        
               );
input         src1;
input         src2;
input         less;
input         A_invert;
input         B_invert;
input         cin;
input [2-1:0] operation;
output  equal_out;
output  result;
output  cout;
reg result;
reg cout;
wire real_src1;      
wire real_src2;      
assign equal_out = ~(src1^src2); 
assign real_src1 = (A_invert)?~src1:src1;
assign real_src2 = (B_invert)?~src2:src2;
always@( * )
begin
	case(operation)
		2'b00: 
			begin
				result = real_src1&real_src2;
				cout = 1'b0;
			end
		2'b01: 
			begin
				result = real_src1|real_src2;
				cout = 1'b0;
			end
		2'b10: 
			begin
				result = (real_src1^real_src2)^cin;
				cout = (real_src1&real_src2)|(real_src1&cin)|(real_src2&cin);
			end
		2'b11: 
			begin
				result = less;
				cout = (real_src1&real_src2)|(real_src1&cin)|(real_src2&cin);
			end
		default:
			begin
				result = 1'b0;
				cout = 1'b0;
			end
	endcase
end
endmodule

===== flow/constraint.sdc =====
current_design ALU

set clk_period 25.8
set clk_io_pct 0.2

create_clock -name clk0 -period $clk_period

set non_clock_inputs [all_inputs -no_clocks]
set_input_delay [expr $clk_period * $clk_io_pct] -clock clk0 $non_clock_inputs
set_output_delay [expr $clk_period * $clk_io_pct] -clock clk0 [all_outputs]

==> reports/qor.json <==
{
  "remaining_drc_errors": {"value": 0},
  "setup_slack": {"value": -2.08, "unit": "ns"},
  "antenna_violating_nets_left": {"value": 0},
  "hold_viol_final": {"value": 0},
  "finalClockPeriodUsage": {"value": 1.08},
  "wl_per_cell": {"value": 20.8, "unit": "um"},
  "hold_buffers": {"value": 0},
  "worst_path_most_repeated_cell": {"value": "sky130_fd_sc_hd__fa_2"},
  "ys_area": {"value": 21800, "unit": "um2"},
  "globalplace.congestion": {"value": 0.984},
  "first_pass_iters": {"value": 7},
  "synth.avg_cell_area": {"value": 8.12, "unit": "um2"},
  "path_max_fanout": {"value": 3},
  "overflow": {"value": 0},
  "cell_variety_after_synth": {"value": 71},
  "timing.max_slew.rel_slack": {"value": 0.449},
  "syn_area": {"value": 21800, "unit": "um2"},
  "hold_path.class": {"value": "in -> out"},
  "synth.yosys.warnings": {"value": 3},
  "cp.required": {"value": 20.64, "unit": "ns"},
  "critical_path.startpoint_type": {"value": "primary input"},
  "worstPathArrival": {"value": 22.72, "unit": "ns"},
  "die_area": {"value": 55400, "unit": "um2"},
  "dp_worst_setup_slack": {"value": -3.11, "unit": "ns"},
  "syn-instance-count": {"value": 2681},
  "grt_antenna_before_repair": {"value": 3},
  "end_kind": {"value": "output port"},
  "worst_path_largest_cell_delay": {"value": 0.54, "unit": "ns"},
  "grt_start_max_net_pins": {"value": 58},
  "timing_max_transition_violations_final": {"value": 0},
  "area.growth.synth_to_final": {"value": 10.6, "unit": "%"},
  "final-seq-area": {"value": 0, "unit": "um2"},
  "initialDrtViolationCount": {"value": 798},
  "first_global_vias": {"value": 19100},
  "final.min_clock_period": {"value": 27.88, "unit": "ns"},
  "synth-seq-area-share": {"value": 0},
  "floorplan.die.height": {"value": 235, "unit": "um"},
  "finish.utilization": {"value": 0.447},
  "ys_cells": {"value": 2681},
  "log.warning_count": {"value": 97},
  "io_buffers": {"value": 102},
  "result_of_the_run": {"value": "finished with violations"},
  "antenna_cells": {"value": 0},
  "timing_worst_slew_pin_value": {"value": 0.818, "unit": "ns"},
  "critPathSlowestCell": {"value": "sky130_fd_sc_hd__fa_2"},
  "total_length_of_routed_wires": {"value": 70600, "unit": "um"},
  "max_freq": {"value": 35.9, "unit": "MHz"},
  "violations": {"value": "setup timing"},
  "unrepaired_setup_endpoints_after_global_routing": {"value": "true"},
  "design.core.area": {"value": 53800, "unit": "um2"},
  "design.seq.count": {"value": 0},
  "pin_count": {"value": 102},
  "grt_use_total": {"value": 0.280},
  "maxCapViolCount": {"value": 0},
  "detailroute.via_count": {"value": 17800},
  "die.size.x": {"value": 235, "unit": "um"},
  "path_class": {"value": "in -> out"},
  "dp_hpwl": {"value": 52800, "unit": "um"},
  "initial_utilization": {"value": 0.405},
  "vias_per_cell": {"value": 5.24},
  "final-setup-viol-count": {"value": 6},
  "grt_pass1_wl": {"value": 111000, "unit": "um"},
  "row_count": {"value": 85},
  "drive_above_1_share": {"value": 0.0891},
  "clock_buffer_count": {"value": 0}
}
-- synthesized netlist by cell type, types with 21 or more instances --
| cell | instances | share of area |
|---|---|---|
| sky130_fd_sc_hd__buf_1 | 27 | 0.0047 |
| sky130_fd_sc_hd__o21ai_0 | 82 | 0.019 |
| sky130_fd_sc_hd__and2_1 | 132 | 0.038 |
| sky130_fd_sc_hd__clkbuf_1 | 140 | 0.024 |
| sky130_fd_sc_hd__inv_1 | 589 | 0.10 |
| sky130_fd_sc_hd__xnor2_1 | 66 | 0.027 |
| sky130_fd_sc_hd__fa_1 | 439 | 0.40 |
| sky130_fd_sc_hd__mux2i_1 | 26 | 0.012 |
| sky130_fd_sc_hd__o22ai_1 | 36 | 0.010 |
| sky130_fd_sc_hd__nand2_1 | 477 | 0.082 |
| sky130_fd_sc_hd__a21oi_1 | 57 | 0.013 |
| sky130_fd_sc_hd__mux4_2 | 21 | 0.022 |
| sky130_fd_sc_hd__xor2_1 | 82 | 0.033 |
| sky130_fd_sc_hd__nand2b_1 | 50 | 0.014 |
| sky130_fd_sc_hd__nor2_1 | 48 | 0.0083 |
| sky130_fd_sc_hd__ha_1 | 186 | 0.11 |
-- placed cells by master, fill, tap and decap left out, types with 11 or more instances in the layout --
master,netlist,routed
sky130_fd_sc_hd__a21oi_1,57,56
sky130_fd_sc_hd__a22oi_1,17,17
sky130_fd_sc_hd__and2_1,132,132
sky130_fd_sc_hd__buf_4,1,105
sky130_fd_sc_hd__clkdlybuf4s50_1,0,88
sky130_fd_sc_hd__fa_1,439,408
sky130_fd_sc_hd__fa_2,0,31
sky130_fd_sc_hd__ha_1,186,185
sky130_fd_sc_hd__inv_1,589,589
sky130_fd_sc_hd__mux2i_1,26,26
sky130_fd_sc_hd__mux4_2,21,21
sky130_fd_sc_hd__nand2_1,477,475
sky130_fd_sc_hd__nand2b_1,50,20
sky130_fd_sc_hd__nand2b_4,0,30
sky130_fd_sc_hd__nor2_1,48,48
sky130_fd_sc_hd__nor2b_1,17,17
sky130_fd_sc_hd__nor4_1,14,11
sky130_fd_sc_hd__o21ai_0,82,79
sky130_fd_sc_hd__o22ai_1,36,35
sky130_fd_sc_hd__xnor2_1,66,65
sky130_fd_sc_hd__xor2_1,82,81
-- timing repair --
item | in CTS | in global routing
resized | 30 | 5
setup buffers | 5 | 0
pin swaps | 11 | 11
setup endpoints to repair | 6 | 7
-- logic make-up after synthesis --
logic type | count (synthesis) | share of synthesized area
and+or+nand+nor | 788 | 0.168
AOI/OAI and AO/OA | 284 | 0.0817
buffers and inverters | 774 | 0.136
xor gates and xnor gates | 148 | 0.0595
muxes | 62 | 0.0440
adders and majority gates | 625 | 0.511
-- worst max-delay path, delay by kind of cell --
kind / cells / cell delay [ns]
xor+xnor: 1 / 0.09
fa+ha+maj: 32 / 10.90
simple gates: 37 / 5.22
compound gates: 6 / 0.87
buf+inv: 4 / 0.42
-- per-stage QoR --
step | std cells | hold slack, ns | cell area [um2] | TNS (ns)
after global placement | 3397 | 11.50 | 24000 | -9.16
after floorplan | 2681 | 10.40 | 22200 | -2.67
after CTS | 3401 | 11.04 | 24100 | -6.10
after global routing | 3401 | 11.10 | 24100 | -9.87
final | 3401 | 11.05 | 24100 | -6.04
after detailed placement | 3397 | 11.50 | 24000 | -9.34
-- metal layers --
metal	vias to the layer above	GRT usage	part of all wire	routed length, um
met5	-	0.00606	0.0011	77
met4	8	0.0658	0.031	2210
met3	109	0.104	0.097	6870
met2	700	0.444	0.47	33200
met1	8909	0.377	0.40	28300
li1	8097	-	-	-
-- cell type report --
class | count | area (um2)
Fill cell | 5179 | 29700
Multi-Input combinational cell | 1907 | 19200
Inverter | 590 | 2210
Timing Repair Buffer | 208 | 1790
Tap cell | 696 | 871
-- worst paths after layout --
kind	from	depth (start not counted)	endpoint
min	ctrl_i[3]	6	zero_o
max	ctrl_i[2]	80	zero_o
